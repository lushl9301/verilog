--- flow/run.sh ---
#!/bin/bash
# OpenROAD 26Q1-2900-gdf79404cd8, Yosys 0.63+post, stock flow scripts
make -C /OpenROAD-flow-scripts/flow DESIGN_CONFIG=/design/flow/config.mk WORK_HOME=/design/flow/orfs finish
--- flow/design.v ---
module count3ud(input clk, rst, dn,
                output reg [2:0] count);
  always @(posedge clk)
    begin
	    if (rst)
          count <= 3'd0;
      else if (dn)
        count <= count - 1'b1;
      else count <= count + 1'b1;
    end
endmodule  
--- flow/config.mk ---
export PLATFORM = sky130hd
export DESIGN_NAME = count3ud
export DESIGN_NICKNAME = count3ud
export VERILOG_FILES = /design/flow/design.v
export SDC_FILE = /design/flow/constraint.sdc
export NUM_CORES = 4
export LEC_CHECK = 1
export CORE_AREA = 10 10 70 70
export DIE_AREA = 0 0 80 80
--- flow/constraint.sdc ---
current_design count3ud

set clk_period 2.0
set clk_io_pct 0.2

create_clock -name clk0 -period $clk_period [get_ports {clk}]

set non_clock_inputs [all_inputs -no_clocks]
set_input_delay [expr $clk_period * $clk_io_pct] -clock clk0 $non_clock_inputs
set_output_delay [expr $clk_period * $clk_io_pct] -clock clk0 [all_outputs]
==> flow_summary.toml <==
# flow metrics
[global_route]
grt_pass1_vias = 130
number_of_antenna_violations_at_the_first_check_in_global_routing = 1
grt_max_degree = 4
grt_first_pass_wirelength_um = 545
grt_use_total_pct = 1.23
globalRouteOverflowTotal = 0

[run_status]
status = "complete, no violations"

[synthesis]
yosys.stat.chipArea_sq_um = 126
ys_seq_elements = 3
ys_cells = 11
seq_area_frac_synth_pct = 47.5
synth_cells = 11
ys_types = 5
syn_avg_cell_area_sq_um = 11.5
yosys_warnings = 1
synthesis.area_sq_um = 126

[routing]
ant_nets = 0
postRouteWirelength_um = 353
route.met3.wl_um = 95
drt-met1-wl_um = 96
drcViolationCount = 0
detailroute.via_count = 107
top_layer_used = "met4"
drt_first_iter_violations = 0
via_per_inst = 1.60
first_pass_iters = 1
routed_wire_length_per_instance_um = 5.27
met2_wirelength_um = 152

[clocking]
clock_tree.root_cell = "sky130_fd_sc_hd__clkbuf_4"
numClockSinks = 3
numCtsBuffers = 3
cts_repair_resize_count = 0
clk_path_buf_depth = 2
tritoncts = "done"
clkSlewWorstSetupHoldPaths_ns = 0.04
cts_hold_repair.buffers = 0
cts_setup_buffers = 0
worstSkewPairLatency_ns = 0.23
clock_tree.htree_level_count = 1

[sta]
clock-skew-final_ns = 0.000992
worst_slew_pin_slew_ns = 0.117
fmax_mhz = 660
grt_setup_unrepaired = "no"
slew_headroom_pct = 92.2
fin_crit_ns = 1.51
report.final.slew_viol_count = 0
report.final.setup_viol = 0
finalCritPeriodShare_pct = 75.7
setup_ws_ns = 0.485
setup-tns-final_ns = 0
final-hold-violation-count = 0

[pwr]
power.share.switching_pct = 21.6
intPower_uw = 185
power_frac_seq_pct = 32.1
clock_power_share_pct = 45.5
net_switching_power_of_the_design_uw = 50.9
p_per_area_mw_per_mm2 = 896
power_leakage_uw = 0.0000987
share_comb_of_total_power_pct = 22.4
power.ir.vdd_worst_mv = 0.109

[min_path]
min-delay-path-class = "flip-flop to flip-flop"
worst_hold_path.endpoint = "count[0]"
hold_depth = 1
hold_start = "count[0]"

[critical_path]
worst-r2r-cell-count = 4
crit_type = "input pin to flip-flop"
timing.critical_path.to_type = "flip-flop"
worst-endpoint-required_ns = 2.12
rrSetupSlack_ns = 0.83
critPathArrivalTime_ns = 1.64
worstReg2RegStart = "count[0]"
cp_max_fo = 2
startpoint_type = "input pin"
crit-reg2reg-capture = "count[2]"

[die]
coreArea_sq_mm = 0.00342
die_area_sq_mm = 0.00640
floorplan.initialDensity_pct = 3.70
die_h_um = 80
die.size.x_um = 80
num_rows = 21
num_io_pins = 6

[cells_and_area]
final-comb-area_sq_um = 55.1
max_flop_register = "count"
number_of_flip_flops_under_the_largest_register_name = 3
post_route_cells_drive_above_1_share_pct = 15.0
reg_top3 = "count: 3 flops"
layout.filler_cells = 406
sequential_cell_area_sq_um = 60.1
areaGrowthSynthToFinish_pct = 108

[run]
max_cap_viol_count = 0
openroad.warnings = 25

[place]
post-place-ws_ns = 0.251
place.port_buffers = 5
gpl.final_weighted_congestion = 0.678
final cells by class:
cell class / instances / share of cell area (%)
flip-flops and latches: 3 / 22.9
inverters: 3 / 4.29
diodes: 1 / 0.952
multi-input cells: 5 / 21.0
well taps: 46 / 21.9
clock buffers: 4 / 10.0
repair buffers: 5 / 19.0
metal layers:
metal,global-route usage (%),vias to the layer above
met5,0,-
met4,0.704,0
met3,2.05,2
met2,1.69,7
met1,0.670,48
li1,-,50
power by group through the flow:
stage,clock [uW],combinational (uW),sequential [uW]
4_1_cts,112,54.5,75.7
5_1_grt,120,59.4,77.6
6_report,107,52.7,75.5
cell usage after synthesis:
| library cell | n | area (sq um) |
|---|---|---|
| sky130_fd_sc_hd__dfxtp_1 | 3 | 60.1 |
| sky130_fd_sc_hd__fa_1 | 1 | 20.0 |
| sky130_fd_sc_hd__inv_1 | 3 | 11.3 |
| sky130_fd_sc_hd__nor2_1 | 3 | 11.3 |
| sky130_fd_sc_hd__xor3_1 | 1 | 23.8 |
cell families after synthesis:
logic type / synth area share (%)
flops: 47.5
simple gates: 8.91
fa+ha+maj: 15.8
buf+inv: 8.91
xor+xnor: 18.8
through the flow:
| step | std cells | util, % | cell area, sq um | hold WS (ns) | total power [uW] |
|---|---|---|---|---|---|
| final | 67 | 7.69 | 263 | 0.464 | 236 |
| after global routing | 67 | 7.69 | 263 | 0.457 | 257 |
| after CTS | 66 | 7.62 | 260 | 0.453 | 242 |
| after detailed placement | 62 | 6.85 | 234 | 0.445 | 130 |
| after global placement | 62 | 6.85 | 234 | 0.430 | 127 |
| after floorplan | 11 | - | 126 | 0.388 | 101 |
worst max-delay path, stage by stage:
cell and delay (ns):
sky130_fd_sc_hd__clkdlybuf4s50_1 0.50, sky130_fd_sc_hd__inv_1 0.07, sky130_fd_sc_hd__fa_1 0.42, sky130_fd_sc_hd__xor3_1 0.20, sky130_fd_sc_hd__nor2_1 0.04
how the worst max path moves through the flow:
stage / startpoint / end / slack [ns] / depth (start not counted)
after CTS: dn / count[2] / 0.48 / 5
after global routing: dn / count[2] / 0.44 / 5
final: dn / count[2] / 0.49 / 5
cells in the final DEF, fill, tap and decap left out:
cell,n
sky130_fd_sc_hd__diode_2,1
sky130_fd_sc_hd__dfxtp_1,3
sky130_fd_sc_hd__clkdlybuf4s50_1,5
sky130_fd_sc_hd__fa_1,1
sky130_fd_sc_hd__xor3_1,1
sky130_fd_sc_hd__clkbuf_4,3
sky130_fd_sc_hd__clkbuf_1,1
sky130_fd_sc_hd__nor2_1,3
sky130_fd_sc_hd__inv_1,3
Power figures rest on the tool's default switching activity, not on a simulated workload.
